**flow/config.mk**
```make
export PLATFORM = sky130hd
export DESIGN_NAME = process
export DESIGN_NICKNAME = process
export VERILOG_FILES = /design/flow/design.v
export SDC_FILE = /design/flow/constraint.sdc
export NUM_CORES = 4
export LEC_CHECK = 1
export CORE_UTILIZATION = 50
```
**flow/constraint.sdc**
```tcl
current_design process

set clk_period 9.1
set clk_io_pct 0.2

create_clock -name clk0 -period $clk_period [get_ports {clka}]

set non_clock_inputs [all_inputs -no_clocks]
set_input_delay [expr $clk_period * $clk_io_pct] -clock clk0 $non_clock_inputs
set_output_delay [expr $clk_period * $clk_io_pct] -clock clk0 [all_outputs]
```
**flow/design.v**
```verilog
`timescale 1ns / 1ps
module process(Rout,Gout,Bout,OKout,Rin,Gin,Bin,operation,value,clka,reset,OKin);
input clka,reset,OKin;
input [7:0]Rin,Gin,Bin,value;
input [2:0]operation;
output reg [7:0]Rout,Gout,Bout;
output reg OKout;
reg [7:0]Rtemp,Gtemp,Btemp;
always@(negedge clka)
    begin
        if(reset)
            begin
                Rout <= 8'd0;
			    Gout <= 8'd0;
			    Bout <= 8'd0;
			    OKout = 1'b0;
            end
        else if(operation == 3'b000) 
           begin
               if(OKin)
				   begin 
				       Rtemp = Rin + value;
				       Gtemp = Gin + value;
				       Btemp = Bin + value;
				       if(Rtemp > 255) Rout <= 255;
				       else Rout <= Rtemp;
				       if(Gtemp > 255) Gout <= 255;
				       else Gout <= Gtemp;
				       if(Btemp > 255) Bout <= 255;
				       else Bout <= Btemp;
				       OKout = 1'b1;
				   end
			   else		
			       begin
			            Rout <= 8'd0;
			            Gout <= 8'd0;
			            Bout <= 8'd0;
			            OKout = 1'b1;
			       end	
           end
        else if(operation == 3'b001) 
           begin
               if(OKin)
				   begin 
				       Rtemp = Rin - value;
				       Gtemp = Gin - value;
				       Btemp = Bin - value;
				       if(Rtemp  < 0) Rout <= 0;
				       else Rout <= Rtemp;
				       if(Gtemp < 0) Gout <= 0;
				       else Gout <= Gtemp;
				       if(Btemp < 0) Bout <= 0;
				       else Bout <= Btemp;
				       OKout = 1'b1;
				   end
			   else		
			       begin
			            Rout <= 8'd0;
			            Gout <= 8'd0;
			            Bout <= 8'd0;
			            OKout = 1'b1;
			       end	
           end
        else if(operation == 3'b010) 
           begin
               if(OKin)
				   begin 
				       Rout <= (Rin >> 2) + (Rin >> 5) + (Rin >> 6) + (Gin >>1) + (Gin >>4) + (Gin >>6) + (Bin >>4) + (Bin >>5) + (Bin >>6);
			           Gout <= (Rin >> 2) + (Rin >> 5) + (Rin >> 6) + (Gin >>1) + (Gin >>4) + (Gin >>6) + (Bin >>4) + (Bin >>5) + (Bin >>6);
			           Bout <= (Rin >> 2) + (Rin >> 5) + (Rin >> 6) + (Gin >>1) + (Gin >>4) + (Gin >>6) + (Bin >>4) + (Bin >>5) + (Bin >>6);
			OKout = 1'b1;
				   end
			   else		
			       begin
			            Rout <= 8'd0;
			            Gout <= 8'd0;
			            Bout <= 8'd0;
			            OKout = 1'b1;
			       end	
           end
        else if(operation == 3'b011) 
           begin
               if(OKin)
				   begin 
				       Rout <= Rin;
			           Gout <= 8'd0;
			           Bout <= 8'd0;
			OKout = 1'b1;
				   end
			   else		
			       begin
			            Rout <= 8'd0;
			            Gout <= 8'd0;
			            Bout <= 8'd0;
			            OKout = 1'b1;
			       end	
           end
        else if(operation == 3'b100) 
          begin
              if(OKin)
			     begin
			         Rout <= 8'd0;
			         Gout <= Gin;
			         Bout <= 8'd0;
			         OKout = 1'b1;
				   end
			   else		
			       begin
			            Rout <= 8'd0;
			            Gout <= 8'd0;
			            Bout <= 8'd0;
			            OKout = 1'b1;
			       end	
           end
        else if(operation == 3'b101) 
          begin
              if(OKin)
			     begin
			         Rout <= 8'd0;
			         Gout <= 8'd0;
			         Bout <= Bin;
			         OKout = 1'b1;
				   end
			   else		
			       begin
			            Rout <= 8'd0;
			            Gout <= 8'd0;
			            Bout <= 8'd0;
			            OKout = 1'b1;
			       end	
           end
        else if(operation == 3'b110) 
          begin
            if(OKin)
                begin
                    Rtemp = (Rin >> 2) + (Rin >> 5) + (Rin >> 6) + (Gin >>1) + (Gin >>4) + (Gin >>6) + (Bin >>4) + (Bin >>5) + (Bin >>6);
			        Gtemp = (Rin >> 2) + (Rin >> 5) + (Rin >> 6) + (Gin >>1) + (Gin >>4) + (Gin >>6) + (Bin >>4) + (Bin >>5) + (Bin >>6);
			        Btemp = (Rin >> 2) + (Rin >> 5) + (Rin >> 6) + (Gin >>1) + (Gin >>4) + (Gin >>6) + (Bin >>4) + (Bin >>5) + (Bin >>6);
			        if(Rtemp > value) Rout <= 8'd0;
			        else Rout <= 8'd255;
			        if(Gtemp > value) Gout <= 8'd0;
			        else Gout <= 8'd255;
			        if(Btemp > value) Bout <= 8'd0;
			        else Bout <= 8'd255;
			        OKout = 1'b1;
			    end
			else
			    begin
			        Rout <= 8'd0;
			        Gout <= 8'd0;
			        Bout <= 8'd0;
			        OKout = 1'b0;
			    end
           end
        else if(operation == 3'b111) 
          begin
              if(OKin)
			     begin
			         Rout <= 255 - Rin;
			         Gout <= 255 - Gin;
			         Bout <= 255 - Bin;
			         OKout = 1'b1;
				   end
			   else		
			       begin
			            Rout <= 8'd0;
			            Gout <= 8'd0;
			            Bout <= 8'd0;
			            OKout = 1'b1;
			       end	
           end
    end
endmodule
```
**flow/run.sh**
```bash
#!/bin/bash
# OpenROAD 26Q1-2900-gdf79404cd8, Yosys 0.63+post, stock flow scripts
make -C /OpenROAD-flow-scripts/flow DESIGN_CONFIG=/design/flow/config.mk WORK_HOME=/design/flow/orfs finish
```
==> results_slide.txt <==
Run Summary

Global routing
  • Largest net degree at the start of global routing: slightly below 50
  • Initial antenna violation count: 0
  • Total gr overflow: 0
  • Gr usage total: approximately a third
  • First-pass GRT wire length: 22900 um
  • Vias in the first global route: approximately 4600

Finish
  • Final instance area: approximately 6300 um2
  • Most numerous logic cell after layout: buf_4
  • Cell Count, Final, Fillers Out: approximately 840
  • Fill count: approximately 670
  • Area growth from synthesis to layout: 40.7%
  • Top Layout Cells: 98 x buf_4, 87 x inv_1, 64 x ha_1
  • Fraction of layout cells with a size suffix above 1: 23.7%

Clock network
  • CTS tree: yes
  • CTS Buf Count: 3
  • Clock root buffer: clkbuf_8
  • Hold-fix buffers at CTS: 0
  • Longest Clk Path Bufs: 2
  • Clock slew seen by the registers of the worst setup and hold paths: roughly 40 ps
  • Sink Count: 25
  • H-tree levels: 1

Power and ir drop
  • P_int: 0.739 mW
  • Lkg Pwr: 2.98 nW
  • Power share of the clock group: about 9.0%
  • Sw Ratio: roughly 44%
  • Max rail drop VDD: around 0.2 mV
  • Power per cell area: ~210 nW/um2
  • Logic pwr share: slightly above 80%
  • Net switching power: slightly below 0.6 mW
  • Seq pwr share: 9.6%

Place
  • Dpl hpwl: ~12000 um
  • Dpl cell area: around 5800 um2
  • Input/output buffers: ~62
  • Dpl cells: 798
  • RePlAce Congestion: about 0.99

Final timing
  • Final Hold Viols: 0
  • Worst Tran Pin Value: 659 ps
  • RSZ-0062 raised after global routing: yes
  • Slew margin rel.: 55.9%
  • Setup Viol. Count Final: 24
  • Pins Over Slew Limit: 0
  • Setup ws final: -2380 ps

Floorplan
  • Die height: ~96 um
  • Chip width: 96.3 um
  • FP Core Util: approximately half
  • IO Count: between 60 and 70
  • Core area: between 8000 and 9000 um2
  • # rows: 34
  • Die Size: between 9000 and 10000 um2

Critical path
  • CP startpoint kind: input pin
  • Crit Path Class: input pin to flip-flop
  • Crit path DAT: 7170 ps
  • Setup crit end kind: flip-flop
  • Critical Path RT: 4790 ps
  • Worst-path maximum fanout: 4

Run status
  • Failing checks: negative setup slack
  • Status: complete, but fails checks

Logic synthesis
  • Adder-Cell Fraction of Synth Area: 30.5%
  • Synthesized cell area: between 4000 and 5000 um2
  • Ys Warns: 1
  • Flip-flops with a built-in enable: 0
  • Ys async rst share: 0%
  • Ys cells: between 500 and 600
  • Multiplexer share: about 1.2%
  • Main flop type: dfxtp_1
  • Syn_area_per_cell: just under 8 um2
  • Flops & latches, synth: 25
  • Seq/Total Area, Yosys: 11.3%
  • Distinct lib cells used: 67
  • Synth Area in Compound Gates: 25.6%
  • YS chip area: 4450 um2
  • Synth Instances: about 560
  • Largest logic family: adder cells
  • Xor/xnor share: under 10%
  • Yosys simple share: a little under a fifth

Drt
  • Router iterations before antenna repair: 6
  • Routed WL: between 10000 and 15000 um
  • Routed vias/inst: roughly 5.7
  • ANT cells: 0
  • Antenna Violating Nets Remaining: 0
  • DR vias: 4770
  • DR DRC count: 0
  • Routed WL per cell: 17.9 um
  • Drt initial violations: about 340

Worst hold path
  • Hold WC Path Type: input pin to flip-flop
  • Hold Path Depth: 4

Run
  • Tool warnings: around 75
  • # Max-Cap Violations: 0
flip-flops by register name, indices dropped and copies added, names as in the netlist:
register,flops
Bout,8
Gout,8
OKout,1
Rout,8
through the flow:
| step | power (mW) | setup slack (ps) | hold WS (ps) | setup TNS, ps | util (%) |
|---|---|---|---|---|---|
| after global placement | 1.00 | -3060 | 6960 | -70850 | 67.0 |
| after floorplan | 0.661 | -2400 | 6530 | -53970 | - |
| final | 1.32 | -2380 | 6430 | -55350 | 72.1 |
| after CTS | 1.24 | -2370 | 6420 | -55050 | 70.4 |
| after detailed placement | 1.01 | -3150 | 6970 | -72800 | 67.0 |
| after global routing | 1.45 | -2580 | 6460 | -59920 | 72.1 |
logic make-up (layout without fill, tap and decap cells):
family	Yosys count	in the layout
compound gates	163	163
xor+xnor	26	26
fa+ha+maj	93	93
buf+inv	93	263
flops	25	25
mux	5	5
simple gates	154	154
worst paths after layout:
check   start                    to
max    Rin[5]  Gout[0]$_SDFFE_NP0P_
min    Rin[2]  Rout[2]$_SDFFE_NP0P_
per-layer routing:
metal / track usage [%] / wire length, um
met1: 46.4 / 6200
met2: 52.2 / 6740
met3: 10.9 / 1540
met4: 12.0 / 471
met5: 0 / 0
timing repair:
| action | CTS | global route |
|---|---|---|
| endpoints found under the setup margin | 24 | 24 |
| gates resized | 67 | 34 |
| pin swaps | 30 | 18 |
| buffers inserted | 8 | 4 |
Yosys cell counts (all sizes together), types with 6 or more instances:
| cell type | instances | area [um2] |
|---|---|---|
| dfxtp | 25 | 500 |
| a21o | 10 | 75.1 |
| inv | 68 | 255 |
| nor2 | 37 | 141 |
| o21ai | 30 | 150 |
| nand2b | 16 | 100 |
| o21a | 7 | 52.6 |
| xnor2 | 20 | 175 |
| a211oi | 9 | 72.6 |
| nand2 | 38 | 143 |
| clkbuf | 19 | 71.3 |
| a221oi | 6 | 58.8 |
| nor3 | 8 | 40.0 |
| nand3 | 9 | 45.0 |
| nor2b | 12 | 75.1 |
| ha | 67 | 838 |
| xor2 | 6 | 52.6 |
| o221ai | 7 | 61.3 |
| fa | 26 | 521 |
| and3 | 6 | 37.5 |
| a21oi | 41 | 205 |
worst max-delay path, cell delays in order:
cell and delay, ps:
buf_8 100, fa_1 530, inv_1 50, fa_1 510, fa_1 420, fa_1 460, fa_2 380, fa_2 400
buf_4 150, nor2b_1 100, o21ai_0 110, a21oi_1 260, ha_1 290, and4_4 200, a21o_1 190, or3_4 430
buf_4 150, buf_6 110, a21oi_4 130, mux2i_1 100, a221oi_2 260
layout make-up:
class                           instances  area [um2]  area share (%)
Multi-Input combinational cell        441        3800            60.7
Timing Repair Buffer                  166        1420            22.7
Sequential cell                        25         500            8.00
Inverter                               68         255            4.08
Tap cell                              108         135            2.16
Clock inverter                         26         103            1.64
Clock buffer                            3        41.3           0.660
power groups by stage:
stage / Clock, mW / Sequential, mW / Combinational (mW)
4_1_cts: 0.123 / 0.127 / 0.991
5_1_grt: 0.138 / 0.128 / 1.18
6_report: 0.119 / 0.127 / 1.07
No activity file was given, so power comes from the tool's default toggle rates.
